===== flow/run.sh =====
#!/bin/bash
# OpenROAD 26Q1-2900-gdf79404cd8, Yosys 0.63+post, stock flow scripts
make -C /OpenROAD-flow-scripts/flow DESIGN_CONFIG=/design/flow/config.mk WORK_HOME=/design/flow/orfs finish

===== flow/config.mk =====
export PLATFORM = sky130hd
export DESIGN_NAME = apb4_slave_example
export DESIGN_NICKNAME = apb4_slave_example
export VERILOG_FILES = /design/flow/design.v
export SDC_FILE = /design/flow/constraint.sdc
export NUM_CORES = 4
export LEC_CHECK = 1
export CORE_UTILIZATION = 50

===== flow/constraint.sdc =====
current_design apb4_slave_example

set clk_period 2.7
set clk_io_pct 0.2

create_clock -name clk0 -period $clk_period [get_ports {PCLK}]

set non_clock_inputs [all_inputs -no_clocks]
set_input_delay [expr $clk_period * $clk_io_pct] -clock clk0 $non_clock_inputs
set_output_delay [expr $clk_period * $clk_io_pct] -clock clk0 [all_outputs]

===== flow/design.v =====
module apb4_slave_example(
    input                           PCLK,
    input                           PRESETn,
    input                           PSEL,
    input                           PENABLE,
    input         [2:0]             PPROT,
    input         [3:0]             PSTRB,
    input                           PWRITE,
    input         [11:0]            PADDR,
    input         [31:0]            PWDATA,
    output        [31:0]            PRDATA,
    output                          PREADY,
    output                          PSLVERR
);
    wire          [31:0]            wdata;
    wire          [11:0]            addr;
    wire          [31:0]            rdata;
    wire                            read_en;
    wire                            write_en;
    wire          [3:0]             w_strb;
    wire                            rd_ready;
    wire                            wr_ready;
    wire                            err_resp;
    apb4_slave_example_reg reg_1(
    .clk(PCLK),                             
    .rst_n(PRESETn),                            
    .wdata(wdata),
    .addr(addr),
    .read_en(read_en),
    .write_en(write_en),
    .rdata(rdata),
    .w_strb(w_strb),
    .rd_ready(rd_ready),
    .wr_ready(wr_ready),
    .err_resp(err_resp)
    );
    apb_slave_if if1(
        .pclk(PCLK),    
        .prst_n(PRESETn),
    .pwdata(PWDATA),
 	.paddr(PADDR),
 	.pwrite(PWRITE),
 	.prdata(PRDATA),
  .psel(PSEL),
  .pstrb(PSTRB),
  .pprot(PPROT),
  .penable(PENABLE),
  .pready(PREADY),
  .pslverr(PSLVERR),
  .rdata(rdata),
  .wdata(wdata),
  .addr(addr),
  .write_en(write_en),
  .read_en(read_en),
  .w_strb(w_strb),
  .rd_ready(rd_ready),
  .wr_ready(wr_ready),
  .err_resp(err_resp)
    );
endmodule
module apb4_slave_example_reg(
    input                               clk,                             
    input                               rst_n,                            
    input   wire    [31:0]              wdata,
    input   wire    [11:0]              addr,
    input                               read_en,
    input                               write_en,
    output  reg     [31:0]              rdata,
    input   wire    [3:0]               w_strb,
    output  wire                        rd_ready,
    output  reg                         wr_ready,
    output                              err_resp
);
    reg     [31:0]                      data_0123[3:0];
    localparam  a0 = 32'h0000_0000;
    localparam  a1 = 32'h0000_003f;
    localparam  a2 = 32'h0000_002d;
    localparam  a3 = 32'h0000_12ff;
    localparam  a4 = 32'h0000_001e;
    localparam  a5 = 32'h0000_0034;
    localparam  a6 = 32'h0000_12ee;
    localparam  a7 = 32'h0000_34ff;
    localparam  a8 = 32'h0000_000f; 
    localparam  a9 = 32'h0000_0012;
    localparam  a10= 32'h1111_000e;
    localparam  a11= 32'h1111_000a;
    localparam  a12= 32'h1111_0011;
    localparam  a13= 32'h1111_0001;
    localparam  a14= 32'h1111_0bbb;
    localparam  a15= 32'h1111_0aaa;
    always @(posedge clk or negedge rst_n) begin
        if(!rst_n) begin  
            data_0123[0] <= 32'b0;
            data_0123[1] <= 32'b0;
            data_0123[2] <= 32'b0;
            data_0123[3] <= 32'b0;
            wr_ready <= 1'b0;
        end
        else if(write_en) begin
            if(w_strb[0]) begin 
                data_0123[addr[1:0]] [7:0] <= wdata[7:0];
                wr_ready <= 1'b1;
            end
            if(w_strb[1]) begin 
                data_0123[addr[1:0]] [15:8] <= wdata[15:8];
                wr_ready <= 1'b1;
            end
            if(w_strb[2]) begin
                data_0123[addr[1:0]] [23:16] <= wdata[23:16];
                wr_ready <= 1'b1;
            end
            if(w_strb[3]) begin
                data_0123[addr[1:0]] [31:24] <= wdata[31:24];
                wr_ready <= 1'b1;
            end
        end
        else begin
            wr_ready <= 1'b0;
        end
    end
    assign rd_ready = 1;
    always @(read_en or addr or data_0123[0] or data_0123[1] or data_0123[2] or data_0123[3]) begin
        if(read_en) begin
            if(addr[11:4]==8'b0) begin
                case (addr[3:2])                
                    2'b00:#3 rdata = data_0123[0];
                    2'b01:#3 rdata = data_0123[1];
                    2'b10:#3 rdata = data_0123[2];
                    2'b11:#3 rdata = data_0123[3];
                    default: rdata = 0;
                endcase
            end
            else if(addr[11:6]==6'b111111) begin
                case (addr[5:2])
                    4'b0000:#3 rdata = a0;
                    4'b0001:#3 rdata = a1;
                    4'b0010:#3 rdata = a2;
                    4'b0011:#3 rdata = a3;
                    4'b0100:#3 rdata = a4;
                    4'b0101:#3 rdata = a5;
                    4'b0110:#3 rdata = a6;
                    4'b0111:#3 rdata = a7;
                    4'b1000:#3 rdata = a8;
                    4'b1001:#3 rdata = a9;
                    4'b1010:#3 rdata = a10;
                    4'b1011:#3 rdata = a11;
                    4'b1100:#3 rdata = a12;
                    4'b1101:#3 rdata = a13;
                    4'b1110:#3 rdata = a14;
                    4'b1111:#3 rdata = a15;
                endcase
            end
        end
        else begin
            rdata = 0;
        end
    end
    assign err_resp = (!write_en && read_en) && ( addr[11:4]!=8'h0 && addr[11:6]!=6'b111111) ? 1 : 0;
endmodule
module apb_slave_if(
    input                           pclk,                
    input                           prst_n,
    input       [31:0]              pwdata,
    input       [11:0]              paddr,
    input                           pwrite,
    output      [31:0]              prdata,
    input                           psel,
    input       [3:0]               pstrb,
    input       [2:0]               pprot,
    input                           penable,
    output                          pready,
    output                          pslverr,
    input       [31:0]              rdata,
    output      [31:0]              wdata,
    output      [11:0]              addr,
    output                          write_en,
    output                          read_en,
    output      [3:0]               w_strb,
    input                           rd_ready,
    input                           wr_ready,
    input                           err_resp
);
    assign wdata = pwdata;
    assign addr = paddr;
    assign w_strb = pstrb;
    assign read_en = (psel && !pwrite);
    assign write_en = (psel && pwrite && penable);  
    assign prdata = rdata;
    assign pslverr = err_resp; 
    assign pready = (read_en && rd_ready) || (wr_ready && write_en);
endmodule

==> results.tsv <==
stage	metric	value	unit
worst_setup_path	cp_slowest_cell	clkdlybuf4s50_1	
sta	setup_violations	0	
synthesis	edf_count	0	
worst_setup_path	ff2ff_setup_slack	1.94	ns
layout	final_area	0.008416	mm^2
job	drv_cap	0	
placed_design	dp_hpwl	9133	um
worst_setup_path	path_cells	clkdlybuf4s50_1, nor4_1, and2_1, a311oi_1, clkdlybuf4s50_1	
sta	hold_ws	0.05917	ns
drt	viasPerCell	5.502	
layout	area_delta_synth_final	26.88	%
synthesis	flop_cell	dfrtp_1	
synthesis	netlist.area_leader.share	48.67	%
clock_tree	cts_root_buf	clkbuf_16	
grt	grt_max_degree	78	
placed_design	placed_area	0.007866	mm^2
grt	track_usage	23.90	%
synthesis	most_common_cell	dfrtp_1	
worst_setup_path	cp_slowest_stage_delay	0.50	ns
floorplan	fp.dieW	117.2	um
synthesis	yosys.stat.chipArea	0.006633	mm^2
synthesis	yosys.area.top_type	dfrtp_1	
sta	unclocked_regs	32	
drt	detail-route-antenna-nets	0	
drt	via_count	4143	
synthesis	synth_flops	161	
clock_tree	clock_latency	0.40	ns
power_and_ir_drop	vdd_drop_max	623.3	uV
sta	min_period	2.554	ns
power_and_ir_drop	power_frac_comb	15.3	%
worst_setup_path	r2r_cells	1	
sta	tightest_slew	0.7129	ns
synthesis	syn_area	0.006633	mm^2
synthesis	fa_ha_area_share	0.1509	%
power_and_ir_drop	power	0.005434	W
sta	final_max_slew_viol_count	0	
worst_setup_path	path_class	in -> out	
worst_setup_path	arrival	2.01	ns
synthesis	ys_cells	452	
drt	finalWirelength	14170	um
synthesis	avgSynthCellArea	14.67	um^2
synthesis	top_cells_by_area	dfrtp_1 49%, mux2_2 22%, mux4_2 11%, dlxtn_1 7.2%, and3_1 1.3%	
power_and_ir_drop	swShare	23.17	%
sta	untimed_endpoints	64	
floorplan	die_h	117.2	um
floorplan	die_area	0.01373	mm^2
clock_tree	cts_tree	yes	
layout	drive_gt1_share	41.65	%
synthesis	synth-compound-area-share	2.773	%
worst_setup_path	worstPathMaxFanout	2	
synthesis	synth_cell_type_count	39	
placed_design	numPortBuffers	86	
worst_setup_path	cp.depth	5	
synthesis	synth-async-reset-ratio	80.12	%
drt	route.detailed.drc	0	
worst_setup_path	crit_path_end_kind	output pin	
clock_tree	cts.path.max_buffers	2	
job	warnings	29	
clock_tree	ctsResizeCount	0	
drt	diodes	0	
layout	register_area	0.003709	mm^2
sta	rsz0062_at_grt	false	
sta	final.setup.tns	0	ns
sta	max_freq	0.3916	GHz
synthesis	mux_area_share	32.60	%
synthesis	topCombFamilyByArea	multiplexers	
worst_setup_path	startpoint	PADDR[4]	
worst_setup_path	start_kind	primary input	
synthesis	synth_warnings	2	
grt	gr-total-overflow	0	
sta	slew_headroom	52.47	%
worst_setup_path	cp_top_family	buffers and inverters	
worst_setup_path	r2r_start	reg_1.data_0123[3][12]	
grt	grt_pass1_vias	4358	
placed_design	place_congestion	0.8063	
power_and_ir_drop	p_leak	3.685	nW
power_and_ir_drop	seq_power_share	46.0	%
synthesis	simple_gate_area_share	6.263	%
worst_setup_path	crit_top_cell	clkdlybuf4s50_1	
sta	fin_crit_sh	94.58	%
power_and_ir_drop	power_density	645.8	mW/mm^2
worst_setup_path	r2r-end	reg_1.data_0123[3][12]	
synthesis	xor_share	0.3962	%
clock_tree	hold_buffers	0	
drt	firstDrtPassIters	4	
sta	finalHoldViolCount	0	
layout	fillers	937	
clock_tree	htree_num_levels	4	
synthesis	synthCells	452	
grt	grt_pass1_wl	22950	um
run_status	status	finished clean	
worst_setup_path	crit_required	2.16	ns
worst_hold_path	hp-class	in -> async	
power_and_ir_drop	clkPwrFrac	38.7	%
worst_setup_path	critPathBufInv	2	
floorplan	num_io_pins	90	
power_and_ir_drop	p_switching	0.001259	W
floorplan	fp_util	51.92	%
clock_tree	cts_buffers	17	
synthesis	synthTopCellsByCount	129 x dfrtp_1, 128 x mux2_2, 32 x dlxtn_1, 32 x mux4_2, 14 x and3_1	
clock_tree	post_cts_buffers	0	
floorplan	rows	41	
grt	antenna_found_initial	0	
worst_setup_path	crit_path_end	PSLVERR	
power_and_ir_drop	p_int	0.004175	W
layout	layout.area.comb	0.002815	mm^2
clock_tree	path_clk_slew	0.05	ns
drt	drtIter0Drc	177	
drt	wl_per_cell	18.82	um
sta	finClkSkew	0	ns
floorplan	coreArea	0.01277	mm^2
[kinds of logic after synthesis]
group,Yosys count
and+or+nand+nor,71
latches,32
DFF,129
AOI/OAI and AO/OA,27
xor gates and xnor gates,3
buffers and inverters,29
muxes,160
adders and majority gates,1
[per-stage QoR]
| stage | util [%] | worst slack (ns) | instances |
|---|---|---|---|
| 2_1_floorplan | - | 0.7470 | 452 |
| 3_3_place_gp | 61.58 | 0.1705 | 721 |
| 3_5_place_dp | 61.58 | 0.1397 | 721 |
| 4_1_cts | 65.88 | 0.1350 | 753 |
| 5_1_grt | 65.88 | 0.02332 | 753 |
| 6_report | 65.88 | 0.1463 | 753 |
[sequential cells by signal, indices dropped and copies added (netlist names)]
name / count
reg_1.data_0123: 128
reg_1.rdata: 32
reg_1.wr_ready: 1
[layout by cell type (no fill, tap or decap), types with 2 or more instances in the layout]
| cell type | count |
|---|---|
| dfrtp_1 | 129 |
| mux2_2 | 128 |
| clkdlybuf4s50_1 | 83 |
| mux4_2 | 32 |
| dlxtn_1 | 32 |
| buf_4 | 31 |
| clkbuf_16 | 17 |
| and3_1 | 14 |
| nor2_2 | 12 |
| nand2_1 | 10 |
| inv_1 | 9 |
| o21ai_0 | 8 |
| clkinv_2 | 7 |
| nand4_1 | 6 |
| nor2_1 | 6 |
| a21oi_1 | 4 |
| nand3_1 | 4 |
| nor3_1 | 4 |
| nor3_2 | 4 |
| nand2b_1 | 3 |
| xnor2_1 | 3 |
| a211oi_1 | 3 |
| o2bb2ai_1 | 3 |
| nor4_1 | 2 |
| clkbuf_1 | 2 |
| clkbuf_8 | 2 |
| clkinvlp_4 | 2 |
| buf_2 | 2 |
[cell type report]
type                       count  share of cell area, %
sequential                   161                  44.07
multi-input combinational    262                  33.45
timing repair buffer         117                  12.99
clock buffer                  21                  5.471
tap                          172                  2.557
clock inverter                11                  1.056
inverter                       9                 0.4014
[worst min-delay path by stage]
stage                                     to  slack (ns)    start
after CTS             reg_1.data_0123[0][29]        0.07  PRESETn
after global routing  reg_1.data_0123[0][27]        0.08  PRESETn
final                 reg_1.data_0123[0][27]        0.06  PRESETn
[per-layer routing]
metal	part of all wire (%)	track usage, %	up-vias
li1	-	-	1909
met5	0	0	-
met3	6.0	6.555	9
met4	1.0	2.785	0
met2	47	35.69	115
met1	46	39.16	2110
[power groups by stage]
stage | sequential [W] | clock, W | combinational (W)
CTS | 0.00250 | 0.00215 | 0.000845
global route | 0.00255 | 0.00225 | 0.000909
finish | 0.00250 | 0.00210 | 0.000833
Power is estimated from default activity; no workload was simulated.
